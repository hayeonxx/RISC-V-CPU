==> flow/design.v <==
module alu(
    a_in,
    b_in,
    ALUControl,
    result,
    aN,
    aZ,
    aC,
    aV
);
    input [31:0] a_in, b_in;
    input [4:0] ALUControl;
    output reg [31:0] result; 
    output reg aN;
    output reg aZ;
    output reg aC;
    output reg aV;
    wire N, Z, C, V;
    wire add_sub_b;
    wire [31:0] adder_result, and_result, or_result, xor_result, SLT_result, SLTU_result, sll_result, srl_result, sra_result;
    wire [31:0] b_in_inv;
    assign add_sub_b = (ALUControl == 5'b1_0000 || ALUControl == 5'b1_0111 || ALUControl == 1_1000);
    assign b_in_inv = (add_sub_b) ? ~b_in : b_in;  
    adder u_add_32bit_add(
        .a(a_in),
        .b(b_in_inv),
        .ci(add_sub_b),
        .sum(adder_result),
        .N(N),
        .Z(Z),
        .C(C),
        .V(V)
    );    
    always@(*)begin
        if (ALUControl == 5'b0_0000 || ALUControl == 5'b1_0000 || ALUControl == 5'b0_0101  || ALUControl == 5'b0_0100 || ALUControl == 5'b0_0110 || ALUControl == 5'b1_0111 ) begin   
            {aN, aZ, aC, aV} = {N, Z, C, V};
        end
        else if (ALUControl == 5'b0_0001) begin
            aN = and_result[31];
            aZ = (and_result == 32'h0) ? 1'b1 : 1'b0;
            aC = 1'b0;
            aV = 1'b0;
        end
        else if (ALUControl == 5'b0_0010) begin
            aN = or_result[31];
            aZ = (or_result == 32'h0) ? 1'b1 : 1'b0;
            aC = 1'b0;
            aV = 1'b0;
        end
        else if (ALUControl == 5'b0_0011) begin
            aN = xor_result[31];
            aZ = (xor_result == 32'h0) ? 1'b1 : 1'b0;
            aC = 1'b0;
            aV = 1'b0;
        end
        else begin
            {aN, aZ, aC, aV} = 4'h0;	
        end
    end
    assign and_result = a_in & b_in;
    assign or_result = a_in | b_in;
    assign xor_result = a_in ^ b_in;
    assign SLT_result = aN ^ aV;
    assign SLTU_result = (a_in < b_in) ? 32'b1 : 32'b0;
    assign sll_result = a_in << b_in[4:0];
    assign srl_result = a_in >> b_in[4:0];
    assign sra_result = $signed(a_in) >>> b_in[4:0];
    always@(*) begin
        case(ALUControl)
            5'b0_0000 : result = adder_result;         
            5'b1_0000 : result = adder_result;         
            5'b0_0001 : result = and_result;           
            5'b0_0010 : result = or_result;            
            5'b0_0011 : result = xor_result;            
            5'b1_0111 : result = SLT_result;           
            5'b1_1000 : result = SLTU_result;        
            5'b0_0100 : result = sll_result;            
            5'b0_0101 : result = srl_result;            
            5'b0_0110 : result = sra_result;          
            default : result = 32'h0000_0033;
        endcase
    end
endmodule
module adder(
	a, 
	b, 
	ci, 
	sum,
	N,
	Z,
	C,
	V
);
	input [31:0] a, b;
	input ci;
	output [31:0] sum;
	output N, Z, C, V;
	wire c_msb;
	wire c_30;
	wire [2:0] w_carry;
	cla_8bit CLA_8bit_01 (.a(a[7:0]), .b(b[7:0]), .ci(ci), .s(sum[7:0]), .co(w_carry[0]), .c_30());
	cla_8bit CLA_8bit_02 (.a(a[15:8]),  .b(b[15:8]),  .ci(w_carry[0]), .s(sum[15:8]), .co(w_carry[1]), .c_30());
	cla_8bit CLA_8bit_03 (.a(a[23:16]), .b(b[23:16]), .ci(w_carry[1]), .s(sum[23:16]), .co(w_carry[2]), .c_30());
	cla_8bit CLA_8bit_04 (.a(a[31:24]), .b(b[31:24]), .ci(w_carry[2]), .s(sum[31:24]), .co(c_msb), .c_30(c_30));
	assign N = sum[31];
	assign Z = (sum == 32'h0) ? 1'b1 : 1'b0;
	assign C = c_msb;
	assign V = c_msb ^ c_30;
endmodule
module cla_8bit(
	a, 
	b, 
	ci, 
	s, 
	co,
	c_30
);
	input [7:0] a, b;
	input ci;
	output [7:0] s;
	output co, c_30;
	wire [7:0] g, p;
	wire [7:0] c;
	full_adder fa0(.a(a[0]), .b(b[0]), .ci(ci), .s(s[0]), .g(g[0]), .p(p[0]));
	full_adder fa1(.a(a[1]), .b(b[1]), .ci(c[0]), .s(s[1]), .g(g[1]), .p(p[1]));
	full_adder fa2(.a(a[2]), .b(b[2]), .ci(c[1]), .s(s[2]), .g(g[2]), .p(p[2]));
	full_adder fa3(.a(a[3]), .b(b[3]), .ci(c[2]), .s(s[3]), .g(g[3]), .p(p[3]));
	full_adder fa4(.a(a[4]), .b(b[4]), .ci(c[3]), .s(s[4]), .g(g[4]), .p(p[4]));
	full_adder fa5(.a(a[5]), .b(b[5]), .ci(c[4]), .s(s[5]), .g(g[5]), .p(p[5]));
	full_adder fa6(.a(a[6]), .b(b[6]), .ci(c[5]), .s(s[6]), .g(g[6]), .p(p[6]));
	full_adder fa7(.a(a[7]), .b(b[7]), .ci(c[6]), .s(s[7]), .g(g[7]), .p(p[7]));
	cla_unit_8bit u_cla_unit(
		.g(g), 
		.p(p), 
		.ci(ci), 
		.c(c)
	);
	assign co = c[7];
	assign c_30 = c[6];
endmodule
module cla_unit_8bit(
	g, 
	p, 
	ci, 
	c
);
	input [7:0] g, p;
	input ci;
	output [7:0] c;
	assign c[0] = g[0] | (p[0]&ci);
	assign c[1] = g[1] | (p[1]&c[0]);
	assign c[2] = g[2] | (p[2]&c[1]);
	assign c[3] = g[3] | (p[3]&c[2]);   
	assign c[4] = g[4] | (p[4]&c[3]);   
	assign c[5] = g[5] | (p[5]&c[4]);   
	assign c[6] = g[6] | (p[6]&c[5]);   
	assign c[7] = g[7] | (p[7]&c[6]); 
endmodule 
module full_adder(
	a, 
	b, 
	ci, 
	s, 
	g, 
	p
);
	input a, b, ci;
	output s, g, p;
	assign s = p^ci;
	assign g = a&b;
	assign p = a^b;
endmodule
==> flow/run.sh <==
#!/bin/bash
# OpenROAD 26Q1-2900-gdf79404cd8, Yosys 0.63+post, stock flow scripts
make -C /OpenROAD-flow-scripts/flow DESIGN_CONFIG=/design/flow/config.mk WORK_HOME=/design/flow/orfs finish
==> flow/config.mk <==
export PLATFORM = sky130hd
export DESIGN_NAME = alu
export DESIGN_NICKNAME = alu
export VERILOG_FILES = /design/flow/design.v
export SDC_FILE = /design/flow/constraint.sdc
export NUM_CORES = 4
export LEC_CHECK = 1
export CORE_UTILIZATION = 40
==> flow/constraint.sdc <==
current_design alu

set clk_period 57.0
set clk_io_pct 0.2

create_clock -name clk0 -period $clk_period

set non_clock_inputs [all_inputs -no_clocks]
set_input_delay [expr $clk_period * $clk_io_pct] -clock clk0 $non_clock_inputs
set_output_delay [expr $clk_period * $clk_io_pct] -clock clk0 [all_outputs]
==> impl_metrics.json <==
{
  "crit_fanout": 32,
  "setup_viol": 0,
  "ir_worst_vdd_uv": 5.85,
  "dp_hpwl_mm": 28.0,
  "lay_top_count": "clkdlybuf4s50_1",
  "antenna_cells": 0,
  "ff_latch_area_sq_um": 0,
  "yosys_cells": 960,
  "place_inst": 1288,
  "startpoint": "ALUControl[0]",
  "synthTopCellsByArea": "mux4_2, ha_1, fa_1",
  "finalSetupTns_ns": 0,
  "p_int_mw": 0.0367,
  "min_path_type": "in2out",
  "num_io_pins": 105,
  "cts_hold_buffers": 0,
  "grt_pass1_wl_mm": 52.6,
  "placed_cell_area_sq_um": 9200,
  "mux_share_pct": 26.7,
  "yosysSeqAreaShare_pct": 0,
  "dr.first_iter.drc_count": 1071,
  "die_w_um": 143,
  "n_fill_cell": 1950,
  "logic_area_sq_um": 7290,
  "largest_area_cell": "mux4_2",
  "hp-start": "b_in[2]",
  "die_height_um": 143,
  "cp.arrival_ns": 28.49,
  "status": "finished clean",
  "synth_adder_area_share_pct": 23.0,
  "grt_pass1_vias": 8077,
  "cpMostUsedCell": "fa_1",
  "yosysWarnings": 1,
  "syn_area_per_cell_sq_um": 8.31,
  "lay_top_cells": "clkdlybuf4s50_1, ha_1, nor2_1",
  "antenna_found_initial": 0,
  "yosysTopAreaCellShare_pct": 16.6,
  "synth_cell_types": 78,
  "p_switching_mw": 0.0471,
  "logic_family": "multiplexers",
  "dr.pass1.iters": 5,
  "dieArea_sq_um": 20500,
  "xor_area_share_pct": 3.73,
  "min_period_ns": 39.89,
  "synthCells": 960,
  "design_area_sq_um": 9200,
  "drv_cap": 0,
  "routed_via_density": 6.55,
  "power.share.clock_pct": 0,
  "num_rows": 51,
  "worst_pin_slew_ns": 0.959,
  "hold_violations": 0,
  "core_area_sq_um": 19500,
  "gr-total-overflow": 0,
  "drc": 0,
  "routed_wl_mm": 35.5,
  "gp_congestion": 1.08,
  "ys_area_sq_um": 7980,
  "rsz0062_at_grt": "no",
  "fp_util_pct": 40.9,
  "cp-start-kind": "primary input",
  "power.static_leakage_nw": 3.73,
  "nClkBuffers": 0,
  "port_buffers": 105,
  "swShare_pct": 56.2,
  "vias": 8431,
  "grt_usage_pct": 36.8,
  "wl_per_cell_um": 27.6,
  "crit_end": "aZ",
  "yosys.area_share.simple_pct": 18.3,
  "openroad.warnings": 97,
  "critPathMaxStageDelay_ns": 0.77,
  "fin_cells": 1288,
  "crit_type": "in2out",
  "area_growth_pct": 15.3,
  "cp_slowest_cell": "clkdlybuf4s50_1",
  "syn-cell-area_sq_um": 7980,
  "cp.required_ns": 45.60,
  "grt_max_degree": 54,
  "cts_setup_buffers": 0,
  "fmax_ghz": 0.0251,
  "endpoint_kind": "output pin",
  "layout_worst_path_cycle_share_pct": 70.0,
  "combPwrFrac_pct": 100.0,
  "seq_cell_count": 0,
  "synthAoiAreaFrac_pct": 19.4,
  "drive_gt1_share_pct": 13.8,
  "postCtsResizedCells": 0,
  "max_slew_margin_pct": 36.1,
  "drtAntennaViolNets": 0,
  "finalMaxSlewViolations": 0,
  "pwr_density_cell_nw_per_um2": 9.12,
  "p_seq_share_pct": 0
}
==> worst min-delay path by stage <==
stage | to | slack [ns] | depth (start not counted)
4_1_cts | result[26] | 23.91 | 5
6_report | result[26] | 23.92 | 5
5_1_grt | result[26] | 23.99 | 5
==> worst max-delay path, delay by kind of cell <==
kind                     cells  cell delay, ns
AND-OR/OR-AND                2            0.23
adder cells (fa/ha/maj)     31           13.25
buffers and inverters        4            1.94
multiplexers                 1            0.19
AND/OR/NAND/NOR              6            1.43
==> final cells by class <==
type / instances / area share, %
inverters: 77 / 3.14
repair buffers: 139 / 14.0
multi-input cells: 807 / 79.2
well taps: 265 / 3.60
==> cell families (layout without fill, tap and decap cells) <==
logic type / after synthesis / count (layout)
XOR/XNOR: 34 / 34
AND-OR/OR-AND: 218 / 218
AND/OR/NAND/NOR: 291 / 291
adder cells (fa/ha/maj): 128 / 128
buffers and inverters: 153 / 216
multiplexers: 136 / 136
==> through the flow <==
| stage | total power, mW | util [%] | hold WS [ns] | worst slack, ns |
|---|---|---|---|---|
| 2_1_floorplan | 0.0486 | - | 22.95 | 19.67 |
| 3_3_place_gp | 0.0819 | 47.1 | 23.91 | 17.23 |
| 3_5_place_dp | 0.0813 | 47.1 | 23.90 | 17.21 |
| 4_1_cts | 0.0819 | 47.1 | 23.91 | 17.12 |
| 5_1_grt | 0.0894 | 47.1 | 23.99 | 16.49 |
| 6_report | 0.0839 | 47.1 | 23.92 | 17.11 |
==> power groups by stage <==
| stage | combinational, mW | clock (mW) | sequential, mW |
|---|---|---|---|
| 6_report | 0.0839 | 0 | 0 |
| 5_1_grt | 0.0894 | 0 | 0 |
| 4_1_cts | 0.0819 | 0 | 0 |
==> cell usage after synthesis, drive strengths merged, types with 20 or more instances <==
cell type / instances
mux2: 28
nand2: 80
xnor2: 33
nor4: 25
inv: 75
nor2: 83
fa: 31
nand4: 20
o21ai: 43
clkbuf: 28
ha: 97
mux2i: 49
mux4: 59
buf: 48
nor3: 22
a21oi: 32
==> metal layers <==
| metal | up-vias | wire (um) | track usage [%] |
|---|---|---|---|
| met5 | - | 0 | 0 |
| met4 | 0 | 1030 | 8.68 |
| met3 | 60 | 4550 | 13.5 |
| met2 | 564 | 15400 | 54.4 |
| met1 | 4079 | 14500 | 52.2 |
| li1 | 3728 | - | - |
Power is estimated from default activity; no workload was simulated.
