`/design/flow/run.sh`:
```
#!/bin/bash
# OpenROAD 26Q1-2900-gdf79404cd8, Yosys 0.63+post, stock flow scripts
make -C /OpenROAD-flow-scripts/flow DESIGN_CONFIG=/design/flow/config.mk WORK_HOME=/design/flow/orfs finish
```
`/design/flow/config.mk`:
```
export PLATFORM = sky130hd
export DESIGN_NAME = reg_file_async
export DESIGN_NICKNAME = reg_file_async
export VERILOG_FILES = /design/flow/design.v
export SDC_FILE = /design/flow/constraint.sdc
export NUM_CORES = 4
export LEC_CHECK = 1
export CORE_UTILIZATION = 40
```
`/design/flow/constraint.sdc`:
```
current_design reg_file_async

set clk_period 16.4
set clk_io_pct 0.2

create_clock -name clk0 -period $clk_period [get_ports {clkb}]

set non_clock_inputs [all_inputs -no_clocks]
set_input_delay [expr $clk_period * $clk_io_pct] -clock clk0 $non_clock_inputs
set_output_delay [expr $clk_period * $clk_io_pct] -clock clk0 [all_outputs]
```
`/design/flow/design.v`:
```
module reg_file_async (
    input clk,
    input clkb,
    input we,
    input [4:0] ra1, ra2, wa,
    input [31:0] wd,
    output [31:0] rd1, rd2
);
    parameter DEPTH = 32;
    reg [31:0] mem [0:31];
    assign rd1 = (ra1 != 5'd0) ? mem[ra1] : 32'd0;
    assign rd2 = (ra2 != 5'd0) ? mem[ra2] : 32'd0;
    genvar i;
    generate
        for(i = 1; i < 32 ; i = i+1) begin : REG_FILE
            always @(posedge clkb) begin
                if(i == wa && we) begin
                    mem[i] <= wd;                    
                end
            end
        end
    endgenerate
endmodule
```
==> reports/summary.json <==
{
  "cts_resized": 0,
  "worstMarginPinSlew_ns": 1.092,
  "drive_above_1_share_pct": 14.14,
  "route.antenna.remaining_nets": 0,
  "peakVddDrop_v": 0.00008231,
  "numSynthFlops": 992,
  "drc": 0,
  "clock_tree_from_tritoncts": "done",
  "clkSlewWorstSetupHoldPaths_ns": 0.06,
  "wl_um": 247400,
  "ys.warnings.count": 34,
  "grt_pass1_wl_um": 330300,
  "top_cell": "sky130_fd_sc_hd__edfxtp_1",
  "boundaryPins": 114,
  "total_leakage_power_nw": 17.02,
  "ys.flop_type": "sky130_fd_sc_hd__edfxtp_1",
  "grt_overflow_total": 0,
  "critical_path.most_common_cell": "sky130_fd_sc_hd__buf_4",
  "finalCoreUtilization_pct": 47.29,
  "maxClockFrequency_ghz": 0.08677,
  "power-per-cell-area_nw_per_um2": 112.6,
  "numPortBuffers": 112,
  "report.final.slew_viol_count": 0,
  "flip_flop_count_of_the_largest_register_after_layout": 992,
  "setup-violations-final": 0,
  "first_global_vias": 40440,
  "period_minus_slack_ns": 11.52,
  "core_area_sq_um": 111100,
  "global_route.usage.total_pct": 46.83,
  "synth.yosys.chip_area_sq_um": 44990,
  "die_outline_height_um": 337.4,
  "syn_area_sq_um": 44990,
  "hold_buffers": 0,
  "detailedPlacementHpwl_um": 144300,
  "synthDominantAreaCellType": "sky130_fd_sc_hd__edfxtp_1",
  "ys_seq_share_pct": 66.21,
  "avgSynthCellArea_sq_um": 12.84,
  "warning_count": 27,
  "max_stage_delay_ns": 0.86,
  "cts_root_buf": "sky130_fd_sc_hd__clkbuf_16",
  "worst_hold_class": "input pin to register",
  "dieArea_sq_um": 113800,
  "avgViaCountPerCell": 7.676,
  "post-layout-total-power_mw": 5.920,
  "clock_tree.buffer_depth": 3,
  "pin_count_of_the_biggest_net_entering_global_routing": 87,
  "netlist-cell-type-count": 72,
  "setup.worst_path.start_class": "input pin",
  "crit_slowest_cell": "sky130_fd_sc_hd__and2_1",
  "h-tree-depth": 3,
  "critPathKind": "input pin to output port",
  "worst_ep_arrival_time_ns": 8.24,
  "floorplan.core_util_pct": 40.49,
  "area.growth.synth_to_final_pct": 16.82,
  "largestRegisters": "mem x992",
  "critPathTopFamily": "buffers and inverters",
  "unrepaired_setup_endpoints_after_global_routing": "no",
  "worstPathCellList": "buf_4 -> buf_4 -> buf_4 -> nor3b_4 -> buf_4 -> and2_1 -> buf_4 -> a22oi_1 -> and4_1 -> a31oi_1 -> clkdlybuf4s50_1",
  "cp-end-kind": "output port",
  "numCtsBuffers": 108,
  "maxSlewHeadroom_pct": 27.09,
  "ys_cells": 3505,
  "edf_count": 992,
  "num_vias": 40230,
  "dr.pass1.iters": 9,
  "clock_sinks": 992,
  "top_cell_area_share_pct": 66.21,
  "synth.cells.most_frequent": "sky130_fd_sc_hd__edfxtp_1 (992), sky130_fd_sc_hd__nand3_1 (623), sky130_fd_sc_hd__a22oi_1 (335)",
  "crit_fanout": 37,
  "setup_tns_ns": 0,
  "fin_crit_sh_pct": 70.27,
  "post_cts_repair_timing_setup_buffer_count": 0,
  "number_of_standard_cells_after_synthesis": 3505,
  "synthArstFlopShare_pct": 0,
  "die_w_um": 337.4,
  "maxCapViolCount": 0,
  "post_drt_wl_per_cell_um": 47.20,
  "grt_antenna_before_repair": 28,
  "post_synth_main_area_contributors": "sky130_fd_sc_hd__edfxtp_1 (66%), sky130_fd_sc_hd__nand3_1 (6.9%), sky130_fd_sc_hd__a22oi_1 (5.6%)",
  "row_count": 122,
  "globalplace.congestion": 1.072,
  "worstPathRequired_ns": 13.12,
  "drt_iter0_drc": 5349,
  "hold_viol": 0,
  "status": "finished clean",
  "largest-register": "mem",
  "critPathBufInv": 6
}
==> cells in the final DEF, fill, tap and decap left out, types with 16 or more instances in the layout <==
master,n
sky130_fd_sc_hd__clkinv_2,27
sky130_fd_sc_hd__clkdlybuf4s50_1,102
sky130_fd_sc_hd__nor4_1,40
sky130_fd_sc_hd__and4_1,42
sky130_fd_sc_hd__a21oi_1,71
sky130_fd_sc_hd__nand3b_1,16
sky130_fd_sc_hd__diode_2,32
sky130_fd_sc_hd__a31oi_1,62
sky130_fd_sc_hd__nand4_1,198
sky130_fd_sc_hd__a222oi_1,42
sky130_fd_sc_hd__and3_1,249
sky130_fd_sc_hd__o31a_1,21
sky130_fd_sc_hd__and2_1,28
sky130_fd_sc_hd__nand3_1,623
sky130_fd_sc_hd__clkinv_1,19
sky130_fd_sc_hd__edfxtp_1,992
sky130_fd_sc_hd__nor2_4,39
sky130_fd_sc_hd__a22oi_1,335
sky130_fd_sc_hd__nor2_2,18
sky130_fd_sc_hd__bufinv_16,18
sky130_fd_sc_hd__a2111oi_0,75
sky130_fd_sc_hd__clkbuf_16,111
sky130_fd_sc_hd__a22o_1,50
sky130_fd_sc_hd__nand2_1,61
sky130_fd_sc_hd__buf_4,233
sky130_fd_sc_hd__nor3_1,22
==> path summary, 6_finish.rpt <==
path,startpoint,to,cells past startpoint,slack [ns]
setup / recovery,ra1[0],rd1[7],11,4.88
hold / removal,wd[14],mem[14][14]$_DFFE_PP_,2,3.37
==> per-stage QoR <==
step                      std cells  setup slack [ns]  instance area, sq um  hold slack, ns
final                          5241             4.876                 52560           3.369
after global routing           5216             5.183                 52490           3.393
after global placement         5005             5.385                 48760           4.109
after CTS                      5209             5.361                 52480           3.359
after detailed placement       5005             5.370                 48760           4.112
after floorplan                3505             8.263                 44990           3.379
==> routing by layer <==
layer / part of all wire [%] / global-route usage (%) / up-vias
met5: 0.67 / 15.15 / -
met4: 9.0 / 29.98 / 73
met3: 22 / 43.52 / 1456
met2: 40 / 59.21 / 4732
met1: 29 / 48.01 / 19200
li1: - / - / 14770
==> cells by family after synthesis <==
group,count (synthesis),synth area share (%)
buf+inv,340,3.204
flops,992,66.21
mux,15,0.3560
compound gates,729,12.32
simple gates,1429,17.91
==> layout make-up <==
type                            count  area [sq um]
Clock inverter                     79         883.3
Multi-Input combinational cell   2173         14220
Timing Repair Buffer              345          2865
Inverter                            7         26.28
Antenna cell                       32         80.08
Sequential cell                   992         29790
Tap cell                         1488          1862
Fill cell                        9715         58570
Clock buffer                      125          2830
==> power breakdown <==
part           internal [mW]  total [mW]  switching [mW]
Clock                   1.52        2.59            1.07
Combinational          0.138       0.493           0.354
Sequential              2.82        2.84          0.0164
Total                   4.48        5.92            1.44
Power is estimated from default activity; no workload was simulated.
